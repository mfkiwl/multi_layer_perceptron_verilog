File: design/flow/run.sh
#!/bin/bash
# OpenROAD 26Q1-2900-gdf79404cd8, Yosys 0.63+post, stock flow scripts
make -C /OpenROAD-flow-scripts/flow DESIGN_CONFIG=/design/flow/config.mk WORK_HOME=/design/flow/orfs finish
File: design/flow/config.mk
export PLATFORM = sky130hd
export DESIGN_NAME = controller
export DESIGN_NICKNAME = controller
export VERILOG_FILES = /design/flow/design.v
export SDC_FILE = /design/flow/constraint.sdc
export NUM_CORES = 4
export LEC_CHECK = 1
export CORE_UTILIZATION = 30
File: design/flow/constraint.sdc
current_design controller

set clk_period 2.7
set clk_io_pct 0.2

create_clock -name clk0 -period $clk_period [get_ports {clk}]

set non_clock_inputs [all_inputs -no_clocks]
set_input_delay [expr $clk_period * $clk_io_pct] -clock clk0 $non_clock_inputs
set_output_delay [expr $clk_period * $clk_io_pct] -clock clk0 [all_outputs]
File: design/flow/design.v
`timescale 1ns/1ps
module controller(
    input clk,
    input reset,
    input [31:0] gpio_in,
    input fin_ld,
    input fin_ff,
    input fin_bp,
    output reg internal_enable,
    output reg run_ld,
    output reg run_ff,
    output reg run_bp,
    output reg [31:0] gpio_out
);
    reg [31:0] gpio_in_reg;
    reg flag_fin_ld, flag_fin_ff, flag_fin_bp;
    always @(posedge clk)
        gpio_in_reg <= gpio_in;
    always @(posedge clk)
        if(reset)
        begin
            flag_fin_ld     <= 0;
            flag_fin_ff     <= 0;
            flag_fin_bp     <= 0;
            run_ld          <= 0;
            run_ff          <= 0;
            run_bp          <= 0;
            internal_enable <= 0;
            gpio_out        <= 32'h10;
        end
        else if(gpio_in_reg == 32'h4)
        begin
            if(!flag_fin_ld)
                if(fin_ld)
                begin
                    run_ld          <= 0;
                    run_ff          <= 1;
                    flag_fin_ld     <= 1;
                    internal_enable <= 1;
                end
                else
                begin
                    run_ld          <= 1;
                    flag_fin_ld     <= 0;
                    internal_enable <= 1;
                end
            else if(!flag_fin_ff)
                if(fin_ff)
                begin
                    run_ff          <= 0;
                    flag_fin_ff     <= 1;
                    internal_enable <= 0;
                    gpio_out        <= 32'hf;
                end
                else
                begin
                    run_ff          <= 1;
                    flag_fin_ff     <= 0;
                    internal_enable <= 1;
                end
        end
        else if(gpio_in_reg == 32'h8)
        begin
            if(!flag_fin_ld)
                if(fin_ld)
                begin
                    run_ld          <= 0;
                    run_ff          <= 1;
                    flag_fin_ld     <= 1;
                    internal_enable <= 1;
                end
                else
                begin
                    run_ld          <= 1;
                    flag_fin_ld     <= 0;
                    internal_enable <= 1;
                end
            else if(!flag_fin_ff)
                if(fin_ff)
                begin
                    run_ff          <= 0;
                    run_bp          <= 1;
                    flag_fin_ff     <= 1;
                    internal_enable <= 1;
                end
                else
                begin
                    run_ff          <= 1;
                    flag_fin_ff     <= 0;
                    internal_enable <= 1;
                end
            else if(!flag_fin_bp)
                if(fin_bp)
                begin
                    run_bp          <= 0;
                    flag_fin_bp     <= 1;
                    internal_enable <= 0;
                    gpio_out        <= 32'hf;
                end
                else
                begin
                    run_bp          <= 1;
                    flag_fin_bp     <= 0;
                    internal_enable <= 1;
                end
        end
        else if(gpio_in_reg == 32'hc)
        begin
            if(!flag_fin_ld)
                if(fin_ld)
                begin
                    run_ld          <= 0;
                    run_bp          <= 1;
                    flag_fin_ld     <= 1;
                    internal_enable <= 1;
                end
                else
                begin
                    run_ld          <= 1;
                    flag_fin_ld     <= 0;
                    internal_enable <= 1;
                end
            else if(!flag_fin_bp)
                if(fin_bp)
                begin
                    run_bp          <= 0;
                    flag_fin_bp     <= 1;
                    internal_enable <= 0;
                    gpio_out        <= 32'hf;
                end
                else
                begin
                    run_bp          <= 1;
                    flag_fin_bp     <= 0;
                    internal_enable <= 1;
                end
        end
        else
        begin
            run_ld          <= 0;
            run_ff          <= 0;
            run_bp          <= 0;
            gpio_out        <= 32'h10;
            internal_enable <= 0;
            flag_fin_ld     <= 0;
            flag_fin_ff     <= 0;
            flag_fin_bp     <= 0;
        end
endmodule
==> reports/qor.yml <==
logic_synthesis:
  synthArstFlopShare_pct: 0
  synth-edff-count: 0
  yosysCellCount: 166
  syn-cell-area_um2: 1990
  top_area_cell: "dfxtp_1"
  top_cell_area_share_pct: 71.3
  synthCells: 166
  yosysWarnings: 1
  ys_seq_share_pct: 71.3
  ys_types: 27
  yosysChipArea_um2: 1990
  ff_type: "dfxtp_1"
  area_leaders: "dfxtp_1, and2_1, nor4_1"
  ys_seq_elements: 71
  synth_area_per_cell_um2: 12.0
global_routing:
  grt_util_met3_pct: 5.52
  gr-total-overflow: 0
  grtUsageMet1_pct: 17.1
  grt_pass1_vias: 1236
  grt_max_degree: 28
  grt_use_met2_pct: 13.9
  grt_antenna_before_repair: 0
  grt_busiest_layer: "met1"
  grt_pass1_wl_um: 5830
  grt_use_total_pct: 10.8
clocking:
  ctsResizeCount: 0
  cts_tree: "done"
  clk_pin_slew_ns: 0.07
  cts_made_buffers: 9
  cts-root-buf: "clkbuf_8"
  htreeDepth: 3
  postCtsSetupBuffers: 0
  ctsHoldBuffers: 0
  cts.sinks: 71
  clockBufferDepth: 2
  clock_latency_ns: 0.33
setup_path:
  arrival_ns: 2.23
  path_delay_family: "simple AND/OR/NAND/NOR gates"
  r2r_end: "gpio_out[11]"
  max_stage_delay_ns: 0.52
  crit_path_end_kind: "flop"
  rr_worst_depth: 5
  critical_path.startpoint_type: "flop"
  required_ns: 2.97
  critPathSlowestCell: "a21boi_4"
  rrSetupSlack_ns: 0.74
  r2r-start: "gpio_in_reg[25]"
  worstPathCellList: "nor4_1, nand4_1, nor3_2, a21boi_4, and2_1"
  critPathKind: "flop to flop"
  crit_path_start: "gpio_in_reg[25]"
  crit_path_max_fanout: 27
  crit_buf_inv: 0
outcome:
  status: "complete, no violations"
placement:
  io_buffers: 72
  dpl_cell_area_um2: 2780
  dp_hpwl_um: 2430
  placement.setup.worst_slack_ns: 0.513
  globalplace.congestion: 0.808
flow_run:
  warnings: 25
  drv_cap: 0
timing:
  min_period_ns: 1.96
  finalCritPeriodShare_pct: 72.5
  fmax_mhz: 511
  slew_headroom_pct: 53.0
  rsz0062_at_grt: "no"
  finalSetupViolCount: 0
  fin_setup_tns_ns: 0
  setup_ws_ns: 0.743
  slew_violations: 0
  skew_ns: 0.00800
  tightestPinTransition_ns: 0.698
  hold_viol: 0
floorplan:
  die_area_um2: 6980
  core_area_um2: 6390
  io_pins: 73
  fp_util_pct: 31.2
  die_x_um: 83.5
  die_h_um: 83.5
  num_rows: 29
finish:
  stdcell_area_um2: 2940
  layout.cells.most_common: "clkdlybuf4s50_1"
  drive_above_1_share_pct: 6.43
  area_growth_pct: 47.6
  final_cell_mix: "clkdlybuf4s50_1, dfxtp_1, and2_1"
route:
  diodes: 0
  vias: 1328
  first_pass_iters: 4
  ant_nets: 0
  drc: 0
  drt-wirelength-per-cell_um: 10.5
  wirelength_um: 3420
  drtIter0Drc: 45
  viasPerCell: 4.07
power_and_ir_drop:
  p_int_mw: 1.46
  combPwrFrac_pct: 3.8
  vdd_ir_drop_max_uv: 350
  seqPwrFrac_pct: 58.5
  power_switching_mw: 0.392
  powerDensity_nw_per_um2: 628
  p_sw_share_pct: 21.2
  clockPowerShare_pct: 37.7
  leakage_nw: 1.11
hold_path:
  min_delay_path_depth: 1
  min_from: "gpio_out[20]"
  hold_class: "flop to flop"
  holdPathEnd: "gpio_out[20]"
==> kinds of logic after synthesis <==
group / share of synthesized area [%]
compound gates: 9.03
buf+inv: 2.26
flops: 71.3
simple gates: 17.4
==> Yosys cell counts (2+ instances only) <==
library cell / instances
clkbuf_1: 3
a21oi_1: 6
a31oi_1: 2
and2_1: 27
nor4_1: 8
dfxtp_1: 71
nor2_1: 8
nand4_1: 2
o21a_1: 4
nor2b_1: 2
inv_1: 3
nand2_1: 7
buf_6: 2
nand2b_1: 4
o21ai_0: 5
==> metal layers <==
| metal | vias up | part of all wire (%) |
|---|---|---|
| li1 | 714 | - |
| met1 | 554 | 48 |
| met2 | 54 | 40 |
| met3 | 6 | 10 |
| met4 | 0 | 1.5 |
| met5 | - | 0 |
==> layout make-up <==
| type | instances | area, µm² |
|---|---|---|
| flip-flops and latches | 71 | 1420 |
| repair buffers | 72 | 721 |
| inverters | 3 | 11.3 |
| well taps | 77 | 96.3 |
| clock inverters | 5 | 35.0 |
| multi-input cells | 87 | 528 |
| fillers | 584 | 3440 |
| clock buffers | 11 | 131 |
==> per-stage QoR <==
stage | std cells | hold slack, ns | utilization [%] | total power, mW
floorplan | 166 | 0.406 | - | 1.12
global placement | 310 | 0.443 | 43.5 | 1.18
detailed placement | 310 | 0.443 | 43.5 | 1.18
CTS | 326 | 0.461 | 46.1 | 1.88
global route | 326 | 0.483 | 46.1 | 1.94
finish | 326 | 0.456 | 46.1 | 1.85
==> worst reg2reg max path, stage by stage (launching register included) <==
cell and delay [ns]:
dfxtp_1 0.30, nor4_1 0.32, nand4_1 0.29, nor3_2 0.26, a21boi_4 0.52, and2_1 0.21
==> worst max path at each step <==
stage     cells past startpoint            to  slack [ns]
4_1_cts                       5  gpio_out[11]        0.67
5_1_grt                       5  gpio_out[21]        0.50
6_report                      5  gpio_out[11]        0.74
==> power by group through the flow <==
stage | logic (mW) | registers [mW] | clock network [mW]
6_report | 0.0700 | 1.08 | 0.697
4_1_cts | 0.0707 | 1.08 | 0.729
5_1_grt | 0.0776 | 1.09 | 0.782
Power is estimated from default activity; no workload was simulated.
