## design.v

```verilog
`timescale 1ns/1ps
module multiplexer(
    input run_ld,
    input run_ff,
    input run_bp,
    output [10-1:0] x_ra,
    input  [10-1:0] x_ra_ff,
    input  [10-1:0] x_ra_bp,
    output [10-1:0] hid_ra,
    input  [10-1:0] hid_ra_ff,
    input  [10-1:0] hid_ra_bp,
    output [10-1:0] out_ra,
    input  [10-1:0] out_ra_ff,
    input  [10-1:0] out_ra_bp,
    input  [16:0]sram_addr_ld,
    input  sram_data_output_en_ld,
    input  sram_cs_n_ld,
    input  sram_oe_n_ld,
    input  sram_we_n_ld,
    input  [16:0]sram_addr_ff,
    input  [7:0] sram_data_output_ff,
    input  sram_data_output_en_ff,
    input  sram_cs_n_ff,
    input  sram_oe_n_ff,
    input  sram_we_n_ff,
    input  [16:0]sram0_addr_bp,
    input  [7:0] sram0_data_output_bp,
    input  sram0_data_output_en_bp,
    input  sram0_cs_n_bp,
    input  sram0_oe_n_bp,
    input  sram0_we_n_bp,
    input  [16:0]sram1_addr_bp,
    input  [7:0] sram1_data_output_bp,
    input  sram1_data_output_en_bp,
    input  sram1_cs_n_bp,
    input  sram1_oe_n_bp,
    input  sram1_we_n_bp,
    output [16:0]internal_sram0_addr,
    output [7:0] internal_sram0_data_output,
    output internal_sram0_data_output_en,
    output internal_sram0_cs_n,
    output internal_sram0_oe_n,
    output internal_sram0_we_n,
    output [16:0]internal_sram1_addr,
    output [7:0] internal_sram1_data_output,
    output internal_sram1_data_output_en,
    output internal_sram1_cs_n,
    output internal_sram1_oe_n,
    output internal_sram1_we_n
);
    assign x_ra = (run_bp)? x_ra_bp : x_ra_ff;
    assign hid_ra = (run_bp)? hid_ra_bp : hid_ra_ff;
    assign out_ra = (run_bp)? out_ra_bp : out_ra_ff;
    assign internal_sram0_addr = (run_ld)? sram_addr_ld :
                                 (run_bp)? sram0_addr_bp : sram_addr_ff;
    assign internal_sram0_data_output = (run_bp)? sram0_data_output_bp : sram_data_output_ff;
    assign internal_sram0_data_output_en = (run_ld)? sram_data_output_en_ld :
                                           (run_bp)? sram0_data_output_en_bp : sram_data_output_en_ff;
    assign internal_sram0_cs_n = (run_ld)? sram_cs_n_ld :
                                 (run_bp)? sram0_cs_n_bp : sram_cs_n_ff;
    assign internal_sram0_oe_n = (run_ld)? sram_oe_n_ld :
                                 (run_bp)? sram0_oe_n_bp : sram_oe_n_ff;
    assign internal_sram0_we_n = (run_ld)? sram_we_n_ld :
                                 (run_bp)? sram0_we_n_bp : sram_we_n_ff;
    assign internal_sram1_addr = sram1_addr_bp;
    assign internal_sram1_data_output = sram1_data_output_bp;
    assign internal_sram1_data_output_en = sram1_data_output_en_bp;
    assign internal_sram1_cs_n = sram1_cs_n_bp;
    assign internal_sram1_oe_n = sram1_oe_n_bp;
    assign internal_sram1_we_n = sram1_we_n_bp;
endmodule
```

## run.sh

```bash
#!/bin/bash
# OpenROAD 26Q1-2900-gdf79404cd8, Yosys 0.63+post, stock flow scripts
make -C /OpenROAD-flow-scripts/flow DESIGN_CONFIG=/design/flow/config.mk WORK_HOME=/design/flow/orfs finish
```

## config.mk

```make
export PLATFORM = sky130hd
export DESIGN_NAME = multiplexer
export DESIGN_NICKNAME = multiplexer
export VERILOG_FILES = /design/flow/design.v
export SDC_FILE = /design/flow/constraint.sdc
export NUM_CORES = 4
export LEC_CHECK = 1
export CORE_AREA = 10 10 108 108
export DIE_AREA = 0 0 118 118
```

## constraint.sdc

```tcl
current_design multiplexer

set clk_period 1.0
set clk_io_pct 0.2

create_clock -name clk0 -period $clk_period

set non_clock_inputs [all_inputs -no_clocks]
set_input_delay [expr $clk_period * $clk_io_pct] -clock clk0 $non_clock_inputs
set_output_delay [expr $clk_period * $clk_io_pct] -clock clk0 [all_outputs]
```

==> results.txt <==
Physical design

The arrival time of data at the worst endpoint is listed as approximately 1 ns. Of all cell types, the one taking the most synthesized area is sky130_fd_sc_hd__mux2_2. The post-route netlist has slightly below 40% of its cells at a drive strength greater than 1. The leakage power of the design stands at ~1.8 nW. Per the summary, power density relative to cell area is 384 mW/mm^2.

Once detail routing completed, the nets flagged for antenna violations numbered 0. The post-synthesis sequential area ratio stands at 0%. The count of routing violations after the opening detailed-route iteration stands at 30. For this run the top cell type by instance count after synthesis was sky130_fd_sc_hd__mux2_2. The number of hold buffers added after CTS was 0.

Setup total negative slack on the finished layout was measured at -5.47 ns. Per the detail_route report, routed wire per instance is around 17 microns. The critical path in this run is classified as in2out.

For reference, the top cells by area after synthesis are sky130_fd_sc_hd__mux2_2 (38%), sky130_fd_sc_hd__buf_4 (21%), sky130_fd_sc_hd__mux2i_1 (18%), sky130_fd_sc_hd__nand2_1 (6.9%), sky130_fd_sc_hd__o21ai_0 (4.8%). The width of the die stands at ~120 microns. The iteration count recorded for the first detailed-route pass is 2. The region available for standard cell placement spans about 0.0093 sq mm. The final standard cell utilization of the core stands at 35.7%. The routed via count stands at about 1,700. The average instance in the mapped netlist occupies a little over 8 sq um. Ranked by instance count, the synthesized netlist is headed by sky130_fd_sc_hd__mux2_2 (38), sky130_fd_sc_hd__buf_4 (32), sky130_fd_sc_hd__mux2i_1 (21), sky130_fd_sc_hd__nand2_1 (21), sky130_fd_sc_hd__o21ai_0 (11). The number of distinct standard cells referenced by the synthesized netlist stands at 9.

The number of warning messages in the yosys log stands at 0. For this run, global-route usage on met3 was measured as 4.86%. Final hold analysis gives a worst-case slack of around 0.40 ns. For met2 alone, demand over resource in global routing was 17.4%. Row generation in the floorplan step produced 35 rows. STA classifies the critical path startpoint as an input port. In this run the cell area of the synthesized design comes to between 0.001 and 0.0015 sq mm. The area growth from synthesis to layout stands at 191%. The final layout contains a sequential cell count of 0. For this run the aggregate overflow at the end of global routing stands at 0. Max-slew check failures listed in the final report amount to 0.

STA reports the tightest min-delay check as being of type in2out. The initial utilization of the core area, before any placement, comes to 12.3%. The flow ran to the end, but the final reports show violations. Global routing put the most usage on met2.

The detailed placement HPWL stands at between 6000 and 7000 microns. In the hold timing report, the worst path depth is 0. Per the detail_route report, DRC violations left total 0.

The final number of hold-violating endpoints stands at 0. The final critical path takes up 120% of the cycle. The number of antenna violations at the first check in global routing stands at 1.

The post-layout worst setup margin stands at -0.199 ns. Subtracting the final worst setup slack from the clock period gives 1.20 ns. The number of global-route vias before repair is approximately 2,000.

The die is ~120 microns tall. The number of buffer cells added on primary ports stands at about 200. The global-route total usage across every layer stands at 10.4%. The met1 global-route usage stands at between 10% and 20%. The OpenROAD warning count stands at 35.

The total of max-cap violations stands at 0. The area occupied by multi-input gates stands at 991 sq um. In this run the full chip footprint comes out at 0.0139 sq mm. The final estimated routing congestion in global placement stands at roughly 0.75. The highest clock frequency the design can meet stands at ~830 MHz. The cell count listed in synth_stat.txt stands at roughly 140. The global-route wire length before repair stands at around 12,000 microns. After detailed routing, the total wire length is about 7700 microns. The via density per instance stands at 3.78. The worst setup path is captured at an output port.

The maximum number of pins on one net before global-route repair stands at 16. For this run, the final setup violation count is recorded as 59. The clock buffer count stands at 0. The synthesized netlist handed to floorplanning was reported with a cell count of roughly 140. Per the post-place timing report, worst setup slack is -0.766 ns. The slew of the pin with the lowest slew margin stands at between 0.15 and 0.2 ns. The Yosys chip area stands at between 0.001 and 0.0015 sq mm. In this run the VDD rail shows a maximum IR drop of between 0.2 and 0.25 mV.

The worst max-slew margin expressed relative to the limit stands at slightly below 90%. The top cell type's share of synthesized area stands at 37.5%. The checks that failed: negative setup slack. Data on the critical path is required at its endpoint by approximately 0.80 ns. Setup repair after global routing could not meet its margin everywhere.

Counting the fill cells in the layout gives around 1,000. According to the I/O placement log, the pin count is ~260. In this run the worst path has a maximum fanout of 7. The register cell area after layout stands at 0 sq um.
routing by layer:
metal  vias to the layer above  wire length [microns]  part of all wire (%)
met4                         0                     54                  0.70
met5                         -                      0                     0
met2                       136                   3580                    46
met1                       732                   3220                    42
met3                        10                    868                    11
li1                        839                      -                     -
report_power, final:
part,switching (mW),total [mW],leakage (nW),internal (mW)
Sequential,0,0,0,0
Combinational,0.345,1.27,1.79,0.927
Clock,0,0.000000134,0.00000634,0.000000134
Total,0.345,1.27,1.79,0.927
logic make-up (layout without fill, tap and decap cells):
family | count (synthesis) | count (layout) | share of synthesized area [%]
multiplexers | 59 | 59 | 56.0
AND/OR/NAND/NOR | 21 | 21 | 6.92
AND-OR/OR-AND | 21 | 21 | 9.22
buffers and inverters | 40 | 223 | 27.9
other | 0 | 1 | 0
critical path, stage by stage:
cell and delay [ns]:
sky130_fd_sc_hd__buf_16 0.13, sky130_fd_sc_hd__buf_16 0.14, sky130_fd_sc_hd__buf_4 0.13, sky130_fd_sc_hd__mux2_4 0.28
sky130_fd_sc_hd__buf_2 0.11
cell usage in the layout (no fill, tap or decap):
cell                               n
sky130_fd_sc_hd__dlygate4sd2_1    97
sky130_fd_sc_hd__buf_2            38
sky130_fd_sc_hd__mux2_4           34
sky130_fd_sc_hd__clkdlybuf4s50_1  28
sky130_fd_sc_hd__buf_6            25
sky130_fd_sc_hd__nand2_1          21
sky130_fd_sc_hd__o21ai_1          21
sky130_fd_sc_hd__mux2i_1          17
sky130_fd_sc_hd__dlymetal6s2s_1   15
sky130_fd_sc_hd__buf_16            7
sky130_fd_sc_hd__buf_4             6
sky130_fd_sc_hd__buf_12            5
sky130_fd_sc_hd__mux2_2            4
sky130_fd_sc_hd__mux2i_4           3
sky130_fd_sc_hd__buf_8             2
sky130_fd_sc_hd__diode_2           1
sky130_fd_sc_hd__mux2i_2           1
worst paths after layout:
check | from | end
hold / removal | sram1_addr_bp[0] | internal_sram1_addr[0]
setup / recovery | run_bp | hid_ra[6]
metrics by stage:
step | std cells | total power [mW] | cell area, sq um
global route | 454 | 1.38 | 3310
finish | 454 | 1.27 | 3310
CTS | 452 | 1.26 | 3190
detailed placement | 436 | 1.26 | 3060
global placement | 436 | 1.26 | 3060
floorplan | 141 | 0.350 | 1140
layout make-up:
class,instances,area share [%]
tap,129,4.87
multi-input combinational,101,29.9
timing repair buffer,223,65.1
antenna,1,0.0756
what timing repair did:
| item | in CTS | in global routing |
|---|---|---|
| resized | 353 | 33 |
| pin swaps | 28 | 20 |
| setup endpoints to repair | 59 | 59 |
| buffers inserted | 9 | 2 |
| gates cloned | 7 | 0 |
| endpoints found under the hold margin | 0 | 0 |
Power figures rest on the tool's default switching activity, not on a simulated workload.
