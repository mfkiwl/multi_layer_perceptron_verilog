--- flow/run.sh ---
#!/bin/bash
# OpenROAD 26Q1-2900-gdf79404cd8, Yosys 0.63+post, stock flow scripts
make -C /OpenROAD-flow-scripts/flow DESIGN_CONFIG=/design/flow/config.mk WORK_HOME=/design/flow/orfs finish
--- flow/config.mk ---
export PLATFORM = sky130hd
export DESIGN_NAME = buffer
export DESIGN_NICKNAME = buffer
export VERILOG_FILES = /design/flow/design.v
export SDC_FILE = /design/flow/constraint.sdc
export NUM_CORES = 4
export LEC_CHECK = 1
export CORE_UTILIZATION = 50
--- flow/constraint.sdc ---
current_design buffer

set clk_period 16.9
set clk_io_pct 0.2

create_clock -name clk0 -period $clk_period [get_ports {clk}]

set non_clock_inputs [all_inputs -no_clocks]
set_input_delay [expr $clk_period * $clk_io_pct] -clock clk0 $non_clock_inputs
set_output_delay [expr $clk_period * $clk_io_pct] -clock clk0 [all_outputs]
--- flow/design.v ---
`timescale 1ns/1ps
module buffer#(
    parameter ADDR_WIDTH = 8,  
    parameter WORD_NUM = 196,  
    parameter WORD_WIDTH = 8   
    )(
    input clk,
    input reset,
    input we,
    input [ADDR_WIDTH-1:0] ra,  
    input [ADDR_WIDTH-1:0] wa,  
    input [WORD_WIDTH-1:0] d,   
    output [WORD_WIDTH-1:0] q   
    );
    integer i;
    reg [WORD_WIDTH-1:0] ram[0:WORD_NUM-1];
    reg we_reg;
    reg [ADDR_WIDTH-1:0] wa_reg;
    reg [WORD_WIDTH-1:0] d_reg;
    assign q = ram[ra];
    always @(posedge clk)
    begin
        we_reg <= we;
        wa_reg <= wa;
        d_reg  <= d;
    end
    always @(posedge clk)
        if(reset)
            for(i = 0; i < WORD_NUM; i = i + 1)
                ram[i] <= 8'b00000000;
        else if(we_reg)
            ram[wa_reg] <= d_reg;
endmodule
==> results_slide.txt <==
Run Summary

Run status
  • Status: finished, violations left
  • Violated checks: capacitance limit, slew limit

Setup path
  • Worst-case register-to-register setup slack: 13.14 ns
  • Critical-path maximum fanout: 57
  • Worst Reg2Reg Path Length in Cells: 5
  • Startpoint of the worst register-to-register path: wa_reg[2]$_DFF_P_
  • Type of the setup path with the least slack: in2out
  • Crit path DRT: 13.52 ns
  • Arrival time of the worst setup path: 8.78 ns
  • Critical path startpoint category: primary input
  • Category of the worst setup path capture point: output port
  • Capture point of the worst reg-to-reg path: ram[165][0]$_SDFFCE_PN0P_

Synthesis
  • Yosys cell count: 5773
  • Gate count after technology mapping: 5773
  • Max-area cell share: 66.9%
  • Async set-or-reset flop fraction in the synthesized netlist: 0%
  • Share of synthesized area occupied by flip-flops and latches: 67.3%
  • Total standard cell area after synthesis: 91900 µm²
  • Largest area contributor in the netlist: sky130_fd_sc_hd__edfxtp_1
  • Post-Syn Area per Cell: 15.9 µm²
  • Cell variety after synth: 60
  • Cell types with the largest area share after synthesis: sky130_fd_sc_hd__edfxtp_1, sky130_fd_sc_hd__and2_1, sky130_fd_sc_hd__mux4_2
  • Count of library flops with an enable pin: 2048
  • Number of warnings reported in the yosys synthesis log: 1
  • Synthesized chip area reported by yosys: 91900 µm²
  • Main flop type after synthesis: sky130_fd_sc_hd__edfxtp_1
  • Post-synthesis sequential element count: 2065

Pwr
  • Worst IR drop on VDD: 87.4 µV
  • Power, Total: 11.0 mW
  • Leak Pwr: 36.0 nW
  • P per Cell Area: 109 nW/µm²

Global route
  • Met2 capacity usage during global routing: 43.6%
  • Overflow left after global routing: 0
  • Antenna violations before repair: 3
  • Maximum number of pins on one net before global-route repair: 102
  • Routing usage on met3: 17.9%
  • Global-route usage over all layers: 30.9%
  • Global-route met1 utilization: 45.3%
  • Wire length of the first global-routing pass: 366000 µm
  • Via count of the first global-routing pass: 52000
  • Grt peak-use layer: met1

Clock network
  • Clock tree from TritonCTS: built
  • Clock latency on the worst-skew pair: 0.87 ns
  • Post-cts resize count: 0
  • Root cell of the clock tree: sky130_fd_sc_hd__clkbuf_16
  • Count of hold-fix buffers inserted at cts: 0
  • Cts bufs inserted: 214
  • Number of sinks on the clock net: 2065
  • Register clock-pin slew on the reported worst setup and hold paths: 0.06 ns
  • Number of post-CTS setup repair buffers: 0
  • Maximum root-to-sink buffer count: 3
  • # H-tree levels: 4

Worst hold path
  • Endpoint of the worst hold-timing path: ram[236][0]$_DFFE_PP_
  • Worst hold path stage count: 0
  • Worst min path class: reg2reg
  • Start point of the worst hold path: d_reg[0]$_DFF_P_

STA
  • Clock skew after layout: 0.0510 ns
  • Transition at the pin with the smallest max-transition slack: 1.56 ns
  • Post-Route Setup TNS: 0 ns
  • Final cycle utilization of the critical path: 72.0%
  • RSZ-0062 raised after global routing: no
  • Maximum clock rate: 0.0822 GHz
  • Number of max-slew violations in the final report: 2
  • Shortest period the worst path allows: 12.16 ns
  • Worst setup slack after layout: 4.74 ns
  • Headroom to the max-slew limit: -5.02%
  • Total count of hold-check failures in the final report: 0
  • # setup viols final: 0

Placement
  • Final weighted congestion in routability-driven placement: 0.985
  • Number of placed cells counting well taps: 7906
  • Sum of net half-perimeters after detailed placement: 160000 µm
  • Pre-CTS setup slack: 4.77 ns
  • Number of input and output port buffers inserted: 34

Layout
  • Area Growth Syn to Fin: 9.95%
  • Max reg flops: 2048
  • Non-filler cells, final: 8308
  • Top logic cell by instance count in the layout: sky130_fd_sc_hd__edfxtp_1
  • Share of layout cells above drive strength 1: 18.4%
  • Final Util: 55.6%
  • Most frequent cells in the layout: sky130_fd_sc_hd__edfxtp_1, sky130_fd_sc_hd__and2_1, sky130_fd_sc_hd__mux4_2

Routing
  • Final ANT Viol Nets: 0
  • Routed Wire Length: 252000 µm
  • Routed length per placed instance: 30.3 µm
  • Total number of vias: 49400
  • Routed vias/inst: 5.94
  • Starting DRT DRC Count: 3460
  • DRC violation count after routing: 0
  • Drt first pass iters: 5

Flow run
  • Reported max-cap violation count: 1
  • Warning total across the stage logs: 29

Floorplan
  • Number of top-level design ports: 35
  • Initial Util: 50.6%
  • Core Area: 182000 µm²
  • Die X-Extent: 431 µm
  • Site row count: 156
  • Height of the die: 431 µm
  • Chip area: 185000 µm²
power breakdown:
group / switching (mW) / total, mW / internal [mW] / leakage (nW)
combinational: 0.451 / 0.666 / 0.215 / 11.4
sequential: 0.0436 / 5.76 / 5.71 / 21.3
clock: 1.97 / 4.55 / 2.58 / 3.27
total: 2.47 / 11.0 / 8.51 / 36.0
cell type report:
type                       count  area (µm²)
fill                       13800       80500
sequential                  2065       61900
multi-input combinational   3274       27900
clock buffer                 276        5680
tap                         2370        2970
timing repair buffer         193        1580
clock inverter               122        1020
inverter                       4        15.0
antenna                        4        10.0
through the flow:
stage | instance area, µm² | hold WS [ns]
detailed placement | 94300 | 0.698
floorplan | 91900 | 0.859
global placement | 94300 | 0.696
global route | 101000 | 0.717
CTS | 101000 | 0.709
finish | 101000 | 0.693
cell usage after synthesis, drive strengths merged, types with 30 or more instances:
master	n
o22ai	45
and2	1575
a22o	30
o221ai	39
nor2	279
nand2	55
nor3	38
buf	141
clkbuf	289
edfxtp	2048
or2	200
mux4	433
mux2i	159
a22oi	114
nand3	34
a21oi	75
layer usage:
layer | vias to the layer above | wire (µm)
met4 | 4 | 9140
li1 | 21800 | -
met3 | 476 | 35000
met1 | 24900 | 90700
met2 | 2247 | 117000
met5 | - | 27
worst max-delay path, stage by stage:
cell	delay, ns
sky130_fd_sc_hd__buf_8	0.41
sky130_fd_sc_hd__buf_4	0.68
sky130_fd_sc_hd__buf_4	0.63
sky130_fd_sc_hd__buf_4	0.66
sky130_fd_sc_hd__mux4_2	0.33
sky130_fd_sc_hd__a22oi_1	0.12
sky130_fd_sc_hd__a21oi_1	0.19
sky130_fd_sc_hd__o21bai_1	0.17
sky130_fd_sc_hd__o211a_1	0.30
sky130_fd_sc_hd__nor4_1	1.09
sky130_fd_sc_hd__buf_4	0.25
sky130_fd_sc_hd__clkdlybuf4s50_1	0.45
cell families after synthesis:
kind of cell / synth area share (%)
AND-OR/OR-AND: 3.21
multiplexers: 12.6
flip-flops: 67.3
buffers and inverters: 2.48
AND/OR/NAND/NOR: 14.4
worst max path at each step:
| stage | cells after the start | endpoint | slack [ns] | start |
|---|---|---|---|---|
| 4_1_cts | 12 | q[6] | 4.73 | ra[1] |
| 5_1_grt | 11 | q[3] | 4.49 | ra[1] |
| 6_report | 12 | q[6] | 4.74 | ra[1] |
Power figures rest on the tool's default switching activity, not on a simulated workload.
