<file path="design.v">
`timescale 1ns/1ps
module loader(
    input clk,
    input reset,
    input run,
    output reg [16:0]sram_addr,
    output reg sram_data_output_en,
    output reg sram_cs_n,
    output reg sram_oe_n,
    output reg sram_we_n,
    output reg [10-1:0] x_wa,
    output reg [10-1:0] t_wa,
    output reg x_we,
    output reg t_we,
    output reg fin
);
    always @(posedge clk)
        if(reset)
        begin
            sram_addr           <= 0;
            sram_data_output_en <= 0;
            sram_cs_n           <= 0;
            sram_we_n           <= 1;
            sram_oe_n           <= 0;
            x_wa                <= 0;
            t_wa                <= 0;
            x_we                <= 0;
            t_we                <= 0;
            fin                 <= 0;
        end
        else if(run && !fin)
        begin
            if(sram_addr == 0)
            begin
                sram_addr <= 17'h0 + 4 * 30 + 30 * 2;
                x_wa      <= 0;
                x_we      <= 1;
                t_wa      <= 0;
                t_we      <= 0;
                fin       <= 0;
            end
            else if(sram_addr < 17'h0 + 4 * 30 + 30 * 2 + 4 - 1)
            begin
                sram_addr <= sram_addr + 1;
                x_wa      <= x_wa + 1;
                x_we      <= 1;
                t_wa      <= 0;
                t_we      <= 0;
                fin       <= 0;
            end
            else if(sram_addr == 17'h0 + 4 * 30 + 30 * 2 + 4 - 1)
            begin
                sram_addr <= 17'h0 + 4 * 30 + 30 * 2 + 4;
                x_wa      <= 0;
                x_we      <= 0;
                t_wa      <= 0;
                t_we      <= 1;
                fin       <= 0; 
            end
            else if(sram_addr < 17'h0 + 4 * 30 + 30 * 2 + 4 + 2 - 1)
            begin
                sram_addr <= sram_addr + 1;
                x_wa      <= 0;
                x_we      <= 0;
                t_wa      <= t_wa + 1;
                t_we      <= 1;
                fin       <= 0;
            end
            else
            begin
                sram_addr <= 0;
                x_wa      <= 0;
                x_we      <= 0;
                t_wa      <= 0;
                t_we      <= 0;
                fin       <= 1;
            end
        end
        else if(run && fin)
        begin
            sram_addr <= 0;
            x_wa      <= 0;
            x_we      <= 0;
            t_wa      <= 0;
            t_we      <= 0;
            fin       <= 1;
        end
        else
        begin
            sram_addr <= 0;
            x_wa      <= 0;
            x_we      <= 0;
            t_wa      <= 0;
            t_we      <= 0;
            fin       <= 0;
        end
endmodule
</file>
<file path="run.sh">
#!/bin/bash
# OpenROAD 26Q1-2900-gdf79404cd8, Yosys 0.63+post, stock flow scripts
make -C /OpenROAD-flow-scripts/flow DESIGN_CONFIG=/design/flow/config.mk WORK_HOME=/design/flow/orfs finish
</file>
<file path="config.mk">
export PLATFORM = sky130hd
export DESIGN_NAME = loader
export DESIGN_NICKNAME = loader
export VERILOG_FILES = /design/flow/design.v
export SDC_FILE = /design/flow/constraint.sdc
export NUM_CORES = 4
export LEC_CHECK = 1
export CORE_UTILIZATION = 30
</file>
<file path="constraint.sdc">
current_design loader

set clk_period 3.3
set clk_io_pct 0.2

create_clock -name clk0 -period $clk_period [get_ports {clk}]

set non_clock_inputs [all_inputs -no_clocks]
set_input_delay [expr $clk_period * $clk_io_pct] -clock clk0 $non_clock_inputs
set_output_delay [expr $clk_period * $clk_io_pct] -clock clk0 [all_outputs]
</file>
==> Slide: Implementation Results <==
Flow Results at a Glance

Cells and area
  • Synthesis-to-layout area growth: 30.2%
  • Top cell excl fill/tap: clkdlybuf4s50_1
  • Share of cells above drive strength 1: 0.139
  • Filler cells: 598
  • Most numerous logic cells after layout: clkdlybuf4s50_1, dfxtp_1, nand3_1, nor3_1, conb_1
  • Utilization after layout: 0.405

Floorplanning
  • Site Rows: 28
  • CORE AREA: just under 0.006 mm^2
  • Die Width: 80.4 um
  • IO Pins: 47
  • Die H: roughly 80 um
  • Init Core Util: 0.311
  • Chip area: 0.00646 mm^2

GRT
  • Routing usage on met2: 0.179
  • GR Overflow Total: 0
  • GRT Max-Usage Layer: met1
  • Vias in the first global route: roughly 1,300
  • Largest net degree at the start of global routing: 19
  • GR Util met3: 0.0323
  • GR Layer Usage met1: 0.181
  • GRT Total Usage: 0.121
  • Initial antenna violation count: 0
  • First-pass GRT wire length: a little under 6000 um

Final timing
  • Fin Hold WS: 538 ps
  • Fmax: 444 MHz
  • Final Setup Violations: 0
  • RSZ-0062 raised after global routing: no
  • Post-layout min period: 2250 ps
  • Setup TNS: 0 ps
  • Slew at the pin closest to its max-slew limit: 819 ps
  • Final Max Slew Viols: 0
  • Clock Skew: 6.06 ps
  • Relative slew slack: 0.454
  • Final period util: 0.682
  • Hold Vio Cnt, Final: 0

Worst setup path
  • Slowest cell on crit path: nand2b_1
  • Worst-path maximum fanout: 18
  • Worst r2r path cells: 4
  • WP data arrival: 2460 ps
  • Critical path endpoint category: flop
  • Data required time of the critical path: 3510 ps
  • Critical path class: reg2reg
  • Worst-path cell chain: nand3_2 > a2111oi_4 > nand2b_1 > nor4b_2
  • Critical Path Source Type: flop
  • R2R Setup Slk: 1050 ps
  • Worst path max stage delay: 700 ps

Power
  • Worst VDD drop: 0.200 mV
  • Leak pwr: about 0.76 nW
  • PD cells: 346 mW/mm^2

Placed design
  • PortBufs: approximately 42
  • Detailed-placement wirelength estimate: 2630 um
  • Routability cong.: between 0.9 and 1

Clocking
  • Clk sinks: 40
  • CTS Hold Buffers Added: 0
  • TritonCTS clock tree: yes
  • H-tree depth: 2
  • Post-CTS setup buffers: 0
  • Clk root buf: clkbuf_8
  • Num CTS Buffers: 5
  • Clk slew on worst S/H paths: 80 ps
  • Worst-Skew Late Latency: 290 ps
  • CTS Buffer Depth: 2
  • Post-cts resize count: 0

Drt
  • Drt drc: 0
  • First-pass DRT Iterations: 4
  • Initial DRC Count: 30
  • Post-Route WL: 3580 um
  • Vias per cell: 4.54
  • Vias after detailed routing: 1,386
  • Routed Antenna Nets: 0
  • Avg WL per Cell: 11.7 um
  • Antenna cells: 0

Synthesis
  • Syn_area_per_cell: 10.3 um^2
  • Yosys synthesis chip area: 0.00184 mm^2
  • Syn. warnings: 1
  • Cells after synthesis: about 180
  • Synthesized area: around 0.0018 mm^2
  • Count of library flops with an enable pin: 0
  • Netlist cell types: 40
  • Yosys cell count: 179
  • Yosys reg bits: 40
  • Commonest flop: dfxtp_1
  • Asr flop ratio synth: 0
  • Synth Seq Share: 0.435

Worst hold path
  • Hold Path Class: reg2reg
  • WHS Path Cells: 1

Outcome
  • Outcome: complete, no violations

Job
  • Max cap viols: 0
  • Tool warning count: 26
[final timing paths]
kind                            from                 end
max          sram_addr[2]$_SDFF_PP0_  t_wa[7]$_SDFF_PP0_
min               t_wa[0]$_SDFF_PP0_  t_wa[0]$_SDFF_PP0_
max reg2reg  sram_addr[2]$_SDFF_PP0_  t_wa[7]$_SDFF_PP0_
min reg2reg       t_wa[0]$_SDFF_PP0_  t_wa[0]$_SDFF_PP0_
[synthesized netlist by cell type, types with 3 or more instances]
cell	number	share of area
dfxtp_1	40	0.43
inv_1	9	0.018
xnor2_1	12	0.057
nor4b_2	4	0.033
nor3_2	9	0.049
buf_4	7	0.029
nand3_1	13	0.035
xor2_1	9	0.043
o221ai_1	3	0.014
nor2_1	8	0.016
a211oi_1	3	0.012
nand4_1	3	0.010
nand2_1	10	0.020
nor3_1	13	0.035
ha_1	4	0.027
[cells by family after synthesis]
group / count (synthesis) / synth area share
simple gates: 80 / 0.304
buf+inv: 19 / 0.0659
fa+ha+maj: 4 / 0.0272
compound gates: 13 / 0.0645
xor+xnor: 21 / 0.0999
other cells: 2 / 0.00408
flops: 40 / 0.435
[layout make-up]
type                    count  area, um^2  share of cell area
inverters                   9        33.8              0.0141
well taps                  75        93.8              0.0391
clock buffers               5        68.8              0.0287
clock inverters             2        12.5             0.00522
repair buffers             43         428               0.178
flip-flops and latches     40         801               0.334
multi-input cells         131         961               0.401
[power by group]
part / leakage [nW] / switching, mW / total [mW] / internal (mW)
Sequential: 0.326 / 0.00714 / 0.496 / 0.489
Combinational: 0.397 / 0.00939 / 0.0258 / 0.0164
Clock: 0.0400 / 0.165 / 0.308 / 0.143
Total: 0.763 / 0.181 / 0.830 / 0.649
[critical path, delay by kind of cell (launching register included)]
kind / cells / cell delay, ps
AND/OR/NAND/NOR: 3 / 1190
AND-OR/OR-AND: 1 / 480
flip-flops: 1 / 500
[metal layers]
layer,up-vias,share of wire
li1,716,-
met1,635,0.49
met2,31,0.46
met3,4,0.040
met4,0,0.010
met5,-,0
[through the flow]
step	power (mW)	cells	cell area (um^2)	worst slack, ps
detailed placement	0.534	298	2320	966
finish	0.830	305	2400	1050
global placement	0.533	298	2320	1000
CTS	0.846	305	2400	1010
global route	0.879	305	2400	907
floorplan	0.519	190	1880	1610
[sequential cells by signal, indices dropped and copies added (netlist names)]
register	cells
sram_addr	17
t_wa	10
x_wa	10
fin	1
t_we	1
x_we	1
Power figures rest on the tool's default switching activity, not on a simulated workload.
